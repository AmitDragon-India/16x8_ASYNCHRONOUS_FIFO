==> flow/design.v <==
module AsyncFifo #(parameter DATASIZE = 16,
parameter ADDRSIZE = 4)
	(input [DATASIZE-1:0] wdata,
	 input winc, wclk, wrst_n,
	 input rinc, rclk, rrst_n,
	 output [DATASIZE-1:0] rdata,
	 output wfull,
	 output rempty);
	wire [ADDRSIZE-1:0] waddr, raddr;
	wire [ADDRSIZE:0] wptr, rptr, wq2_rptr, rq2_wptr;
	fifomemory #(DATASIZE, ADDRSIZE) fifomemory
		(.wdata(wdata), .waddr(waddr), .raddr(raddr),
		 .wclken(winc), .wfull(wfull), .wclk(wclk),
		 .rdata(rdata));
	synchronizer synchronizer_r2w (.ptr(rptr), .clk(wclk), .rst_n(wrst_n),
											 .q2_ptr(wq2_rptr));
	synchronizer synchronizer_w2r (.ptr(wptr), .clk(rclk), .rst_n(rrst_n),
											 .q2_ptr(rq2_wptr));	
	read_pointer_empty #(ADDRSIZE) read_pointer_empty
		(.rq2_wptr(rq2_wptr), .rinc(rinc), .rclk(rclk),
		 .rrst_n(rrst_n), .rempty(rempty), .raddr(raddr),
		 .rptr(rptr));
	write_pointer_full #(ADDRSIZE) write_pointer_full
		(.wptr(wptr), .wq2_rptr(wq2_rptr),
		 .winc(winc), .wclk(wclk), .wrst_n(wrst_n),
		 .wfull(wfull), .waddr(waddr));
endmodule
module fifomemory #(parameter DATASIZE = 16,  
					  parameter ADDRSIZE = 4)  
	(input [DATASIZE-1:0] wdata,
	 input [ADDRSIZE-1:0] waddr, raddr,
	 input wclken, wfull, wclk,
	 output [DATASIZE-1:0] rdata);
	localparam DEPTH = 1<<ADDRSIZE;
	reg [DATASIZE-1:0] mem [0:DEPTH-1];
	assign rdata = mem[raddr];
	always @(posedge wclk) begin
		if (wclken && !wfull) mem[waddr] <= wdata;
	end
endmodule
module read_pointer_empty #(parameter ADDRSIZE = 4)
	(input [ADDRSIZE :0] rq2_wptr,
	 input rinc, rclk, rrst_n,
	 output reg rempty,
	 output [ADDRSIZE-1:0] raddr,
	 output reg [ADDRSIZE :0] rptr);
	reg [ADDRSIZE:0] rbin;
	wire [ADDRSIZE:0] rgraynext, rbinnext;
	always @(posedge rclk or negedge rrst_n) begin
		if (!rrst_n) {rbin, rptr} <= 0;
		else {rbin, rptr} <= {rbinnext, rgraynext};
	end
	assign raddr = rbin[ADDRSIZE-1:0];
	assign rbinnext = rbin + (rinc & ~rempty);
	assign rgraynext = (rbinnext>>1) ^ rbinnext;
	assign rempty_val = (rgraynext == rq2_wptr);
	always @(posedge rclk or negedge rrst_n) begin
		if (!rrst_n) rempty <= 1'b1;
		else rempty <= rempty_val;
	end
endmodule
module synchronizer #(parameter ADDRSIZE = 4)
	(input [ADDRSIZE:0] ptr,
	 input clk, rst_n,
	 output reg [ADDRSIZE:0] q2_ptr);
	reg [ADDRSIZE:0] q1_ptr;
	always @(posedge clk or negedge rst_n) begin
		if (!rst_n) {q2_ptr,q1_ptr} <= 0;
		else {q2_ptr,q1_ptr} <= {q1_ptr,ptr};
	end
endmodule
module write_pointer_full #(parameter ADDRSIZE = 4)
	(input [ADDRSIZE :0] wq2_rptr,
	 input winc, wclk, wrst_n,
	 output reg wfull,
	 output [ADDRSIZE-1:0] waddr,
	 output reg [ADDRSIZE :0] wptr);
	reg [ADDRSIZE:0] wbin;
	wire [ADDRSIZE:0] wgraynext, wbinnext;
	always @(posedge wclk or negedge wrst_n) begin
		if (!wrst_n) {wbin, wptr} <= 0;
		else {wbin, wptr} <= {wbinnext, wgraynext};
	end
	assign waddr = wbin[ADDRSIZE-1:0];
	assign wbinnext = wbin + (winc & ~wfull);
	assign wgraynext = (wbinnext>>1) ^ wbinnext;
	assign wfull_val = (wgraynext=={~wq2_rptr[ADDRSIZE:ADDRSIZE-1], wq2_rptr[ADDRSIZE-2:0]});
	always @(posedge wclk or negedge wrst_n) begin
		if (!wrst_n) wfull <= 1'b0;
		else wfull <= wfull_val;
	end
endmodule
==> flow/run.sh <==
#!/bin/bash
# OpenROAD 26Q1-2900-gdf79404cd8, Yosys 0.63+post, stock flow scripts
make -C /OpenROAD-flow-scripts/flow DESIGN_CONFIG=/design/flow/config.mk WORK_HOME=/design/flow/orfs finish
==> flow/config.mk <==
export PLATFORM = sky130hd
export DESIGN_NAME = AsyncFifo
export DESIGN_NICKNAME = AsyncFifo
export VERILOG_FILES = /design/flow/design.v
export SDC_FILE = /design/flow/constraint.sdc
export NUM_CORES = 4
export LEC_CHECK = 1
export CORE_UTILIZATION = 30
==> flow/constraint.sdc <==
current_design AsyncFifo

set clk_period 8.6
set clk_io_pct 0.2

create_clock -name clk0 -period $clk_period [get_ports {rclk}]
create_clock -name clk1 -period $clk_period [get_ports {wclk}]

set non_clock_inputs [all_inputs -no_clocks]
set_input_delay [expr $clk_period * $clk_io_pct] -clock clk0 $non_clock_inputs
set_output_delay [expr $clk_period * $clk_io_pct] -clock clk0 [all_outputs]
==> results.txt <==
Results of an implementation run.

The synthesized design spends more area on one cell type than any other, namely edfxtp_1. The flop and latch count out of synthesis is roughly 300. The DRC violation total after the first TritonRoute iteration is 188. The area of the chip is roughly 38000 um^2. The post-route netlist has 26.4% of its cells at a drive strength greater than 1. The total wire length after detailed routing is ~22000 um.

Per the OpenROAD floorplan log, the area of the core is roughly 37000 um^2. Clock-pin slew was measured on the worst setup and hold paths at roughly 0.060 ns. The tool warning count for the run is 26. The final number of max-transition violations is 0. The initial antenna violation count is 0. The average via count per standard cell is roughly 4.8.

Global routing consumed, over all layers together, a little over an eighth of the routing resources. The reg-to-reg endpoint is read_pointer_empty.rempty$_DFF_PN1_. The worst path meets setup with about 3.6 ns of slack. Once detail routing completed, the nets flagged for antenna violations numbered 0. The number of global-route vias before repair is roughly 5900.

The layout overhead on the synthesized area is 18.7%. The total leakage power is 4.33 nW. The first global-routing pass estimated around 34000 um of wire. The overall power is 4.56 mW. The CTS tree is done.

The complex-gate fraction of the synthesized area is 2.74%. The number of cells on the worst reg-to-reg path is 7. The critical path endpoint has a required time of ~7 ns.

Buffers placed on the I/O ports in this run total 38. The horizontal die size is about 190 um. The core utilization at floorplan is 30.5%.

The total of max-cap violations is 0. The count of instances resized after the clock tree is built is 0. For met1 alone, demand over resource in global routing was a little over an eighth. The type of element capturing the critical path is a primary output. The post-detailed-route DRC marker count is 0. The detailed-route wire length per cell is 20.9 um. The synthesized-area fraction occupied by xor and xnor cells is under 10%.

The cell area that synthesis handed to floorplanning was approximately 11000 um^2. The largest voltage drop on the vdd net is between 200 and 300 uV. The final standard cell area without fillers is roughly 13000 um^2. For this design, Yosys synthesis ends with a cell count of roughly 520. The vias after detailed routing is roughly 5200. The number of buffers inserted by hold repair at cts is 0. The area fraction of the dominant cell type after synthesis is about 69%. Setup repair after global routing left no endpoint under its margin.

The weighted congestion reported at the end of routability-driven placement is 0.766. The global-route track usage on met2 is between 15 and 20%. The launch point of the worst reg-to-reg path is read_pointer_empty.rbin[0]$_DFF_PN0_. met3 track demand over resource after global routing is between 10% and 20%. The clock sink total is around 300. The flow ran to the end, and the final reports show no timing, DRC or antenna violations. The share of flip-flops with an asynchronous set or reset after synthesis is 13.5%. The critical path ends at rdata[4]. The HPWL after detailed placement is between 10000 and 15000 um.

For this run the aggregate overflow at the end of global routing stands at 0. The count of filler cells inserted in the layout is around 3300. In the synthesized netlist, the dominant kind of combinational cell is multiplexers. For this design the ratio of total power to cell area is 344 nW/um^2. The vertical die size is roughly 190 um.

In the setup report, the worst path falls into the class flip-flop to primary output. The post-CTS setup buffer count is 0. The gate-level netlist out of Yosys references 30 unique cell types.

The multiplexer share of the synthesized area is 12.9%. The routing layer with the top usage in global route is met2. The clock skew after layout is between 0.01 and 0.015 ns. Sequential cells were found to cover 77.9% of the synthesized design area. The transition time of the tightest slew-check pin is around 0.73 ns. Per the synth stats, the flop cell with the highest instance count is edfxtp_1.

The first-pass detailed-route iteration total is 4. The endpoint arrival time on the critical path is between 3 and 4 ns. The maximum number of pins on one net before global-route repair is 50. The number of antenna diodes in the final layout is 0. The placed cell area is around 12000 um^2. The I/O pin total is around 40. The setup TNS is 0 ns. The count of warnings emitted by yosys is 6.

The area share of fa/ha/maj cells after synthesis is less than 1%. The post-synth tally of flip-flops with integrated enable is around 260. In this run, the synthesized area fraction spent on and/or/nand/nor cells is recorded as 2.57%.

The class of the tightest hold or removal check is flip-flop to flip-flop. The chip area estimate from yosys synthesis is around 11000 um^2. STA classifies the critical path startpoint as a flip-flop. Headroom to the max-slew limit came out at 51.2%. The synthesized area per cell is roughly 22 um^2. Sorting the synthesized cells by area gives the leading types as edfxtp_1 69%, mux4_2 13%, dfrtp_1 8.7%. The final timing report lists a hold violation count of 0. Setup slack on the worst path after placement came out at roughly 3.7 ns. According to the floorplan log, the row count is ~70.

The final-layout worst hold slack is between 0.07 and 0.08 ns. The timing report gives the worst reg2reg path a setup slack of between 6 and 7 ns. The launching instance or port of the critical path is read_pointer_empty.rbin[0]$_DFF_PN0_. After technology mapping, the gate count stands at between 500 and 600. The final setup violation count is 0. The highest fanout seen on the critical path is 23.
-- synth_stat cells (2+ instances only) --
library cell	n
dfrtp_1	39
xor2_1	11
nand2_1	23
nor2b_1	4
clkbuf_1	6
nand2b_1	2
nor2_1	16
nor3_1	4
a22oi_1	33
xor2_2	2
buf_2	18
nand3_1	5
xnor2_1	13
mux4_2	64
ha_1	4
edfxtp_1	256
nand3b_1	3
-- worst min path at each step --
stage                                     from  depth (start not counted)                              endpoint  slack [ns]
4_1_cts   read_pointer_empty.rptr[0]$_DFF_PN0_                          0  synchronizer_r2w.q1_ptr[0]$_DFF_PN0_        0.06
5_1_grt   read_pointer_empty.rptr[0]$_DFF_PN0_                          0  synchronizer_r2w.q1_ptr[0]$_DFF_PN0_        0.07
6_report  read_pointer_empty.rptr[0]$_DFF_PN0_                          0  synchronizer_r2w.q1_ptr[0]$_DFF_PN0_        0.07
-- state kept, by name, indices dropped and copies added, names as in the netlist --
| register | cells |
|---|---|
| fifomemory.mem | 256 |
| read_pointer_empty.rptr | 5 |
| synchronizer_r2w.q1_ptr | 5 |
| synchronizer_r2w.q2_ptr | 5 |
| synchronizer_w2r.q1_ptr | 5 |
| synchronizer_w2r.q2_ptr | 5 |
| write_pointer_full.wptr | 5 |
| read_pointer_empty.rbin | 4 |
| write_pointer_full.wbin | 4 |
| read_pointer_empty.rempty | 1 |
| write_pointer_full.wfull | 1 |
-- through the flow --
step	instances	utilization [%]
3_3_place_gp	1022	33.5
4_1_cts	1074	36.2
2_1_floorplan	516	-
3_5_place_dp	1022	33.5
5_1_grt	1074	36.2
6_report	1074	36.2
-- critical path, cell delays in order, from the launching register on --
cell	delay, ns
dfrtp_4	0.70
buf_4	0.48
buf_4	0.50
mux4_2	0.58
a22oi_1	0.18
nand2_1	0.08
clkdlybuf4s50_1	0.50
-- report_power, final --
group | internal [mW] | leakage (nW) | switching (mW)
Clock | 0.793 | 0.494 | 0.501
Combinational | 0.670 | 1.05 | 0.648
Sequential | 1.81 | 2.78 | 0.144
-- cells by family (layout without fill, tap and decap cells) --
family / after synthesis / in the layout
AND/OR/NAND/NOR: 62 / 62
multiplexers: 64 / 64
buffers and inverters: 25 / 115
flip-flops: 296 / 296
AND-OR/OR-AND: 38 / 38
adder cells (fa/ha/maj): 4 / 4
XOR/XNOR: 27 / 27
-- per-layer routing --
metal	wire (um)	share of wire, %
met5	0	0
met4	618	2.8
met3	4260	19
met2	10400	46
met1	7220	32
-- cell usage in the layout (no fill, tap or decap), types with 2 or more instances in the layout --
master / instances
nor2_1: 4
clkbuf_16: 30
xor2_1: 11
ha_1: 4
nand2b_1: 2
nor2b_1: 3
clkinv_1: 3
nand2_1: 23
nand3_1: 5
clkbuf_1: 2
clkdlybuf4s50_1: 38
nor3_2: 4
nor2_2: 12
buf_4: 25
a22oi_1: 33
clkinv_2: 8
edfxtp_1: 256
mux4_2: 64
xor2_2: 2
clkinv_4: 2
nand3b_1: 3
xnor2_1: 13
dfrtp_1: 37
bufinv_16: 5
-- final cells by class --
cell class	instances	area [um^2]	area share, %
multi-input combinational	195	2400	18.1
sequential	296	8690	65.6
timing repair buffer	63	568	4.29
tap	468	586	4.42
clock inverter	19	226	1.71
clock buffer	33	772	5.83
No activity file was given, so power comes from the tool's default toggle rates.
